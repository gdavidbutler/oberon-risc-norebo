==> ./constraint.sdc <==
current_design FPDivider

set clk_period 9.2
set clk_io_pct 0.2

create_clock -name clk0 -period $clk_period [get_ports {clk}]

set non_clock_inputs [all_inputs -no_clocks]
set_input_delay [expr $clk_period * $clk_io_pct] -clock clk0 $non_clock_inputs
set_output_delay [expr $clk_period * $clk_io_pct] -clock clk0 [all_outputs]
==> ./config.mk <==
export PLATFORM = sky130hd
export DESIGN_NAME = FPDivider
export DESIGN_NICKNAME = FPDivider
export VERILOG_FILES = /design/flow/design.v
export SDC_FILE = /design/flow/constraint.sdc
export NUM_CORES = 4
export LEC_CHECK = 1
export CORE_UTILIZATION = 50
==> ./run.sh <==
#!/bin/bash
# OpenROAD 26Q1-2900-gdf79404cd8, Yosys 0.63+post, stock flow scripts
make -C /OpenROAD-flow-scripts/flow DESIGN_CONFIG=/design/flow/config.mk WORK_HOME=/design/flow/orfs finish
==> ./design.v <==
`timescale 1ns / 1ps    
module FPDivider(
    input clk, run,
    input [31:0] x,
    input [31:0] y,
    output stall,
    output [31:0] z);
reg [4:0] S;   
reg [23:0] R;
reg [25:0] Q;
wire sign;
wire [7:0] xe, ye;
wire [8:0] e0, e1;
wire [24:0] r0, r1, d;
wire [25:0] q0;
wire [24:0] z0, z1;
assign sign = x[31]^y[31];
assign xe = x[30:23];
assign ye = y[30:23];
assign e0 = {1'b0, xe} - {1'b0, ye};
assign e1 = e0 + 126 + Q[25];
assign stall = run & ~(S == 26);
assign r0 = (S == 0) ? {2'b01, x[22:0]} : {R, 1'b0};
assign r1 = d[24] ? r0 : d;
assign d = r0 - {2'b01, y[22:0]};
assign q0 = (S == 0) ? 0 : Q;
assign z0 = Q[25] ? Q[25:1] : Q[24:0];
assign z1 = z0 + 1;
assign z = (xe == 0) ? 0 :
  (ye == 0) ? {sign, 8'b11111111, 23'b0} :   
  (~e1[8]) ? {sign, e1[7:0], z1[23:1]} :
  (~e1[7]) ? {sign, 8'b11111111, z0[23:1]} : 0;   
always @ (posedge(clk)) begin
  R <= r1[23:0];
  Q <= {q0[24:0], ~d[24]};
  S <= run ? S+1 : 0;
end
endmodule
==> results.txt <==
Purpose: to document the outcome of synthesis and place and route.

Timing
The count of endpoints failing setup in the final report is 0. Setup repair after global routing left no endpoint under its margin. Based on the critical path, the design can be clocked at up to 124 MHz.

Measured against its own limit, the worst slew margin works out to 50.0%. The worst hold margin is 0.469 ns. The clock period minus worst slack is 8.04 ns. The setup TNS is 0 ns. The period utilization is 87.4%.

The final timing report lists clock skew as 0.00713 ns. The transition time at the pin with the least slew margin is 0.732 ns. The max-slew violation count is 0. In the final report, the number of hold violations comes to 0.

Worst setup path
The family of cells with the greatest summed delay on the critical path is AND-OR/OR-AND gates. The master of the slowest instance on the critical path is sky130_fd_sc_hd__xor2_1. The longest incremental delay of any stage on the critical path is reported as 0.59 ns. The worst setup path is of the in -> out kind.

The worst path required time is 7.36 ns. The arrival time of the worst setup path is 6.20 ns. STA classifies the critical path startpoint as an input pin. Traced cell by cell, the critical path runs through clkdlybuf4s50_1, inv_1, ha_1, inv_1, ha_1, fa_1, a21o_1, a21oi_1, o211ai_1, a21oi_2, xor2_1, o21ai_1, nand2b_1, o21ai_0, clkdlybuf4s50_1.

The type of destination of the critical path is an output port. The buffer and inverter count on the worst path is 4. Of all nets on the critical path, the largest fanout is 13.

CTS
Gates resized during post-CTS repair numbered 0. The number of sinks handled by clock tree synthesis is 55. Counting the buffers created by CTS gives 5.

The clock tree root buffer cell is sky130_fd_sc_hd__clkbuf_8. The clock latency of the later-clocked register in the worst-skew pair is 0.31 ns. The number of setup buffers added after CTS is 0.

On the worst setup and hold paths after CTS, the clock-pin slew comes to 0.10 ns. The TritonCTS clock tree is done. Per the CTS log, the buffer count on the longest clock path is 2.

The H-tree generated during clock tree synthesis spans 2 levels. The number of buffers inserted by hold repair at cts is 0.

Power and ir drop
Power spread over the standard cell area amounts to 192 nW/um^2. The highest supply drop recorded on VDD is 0.000137 V. In this run the static leakage power is 2.64 nW.

Floorplanning
Before placement the cells fill 51.9% of the core. The floorplan core area is 9860 um^2. The horizontal extent of the die is 103 um. The floorplan has 36 rows. The die area is 10600 um^2. According to the I/O placement log, the pin count is 99. The floorplan step set the die height to 103 um.

Routing
The count of antenna-violating nets left after detailed routing is 0. The count of vias placed by the detailed router is 4912. In the routed design, unresolved DRC markers number 0. After detailed routing, the average wire length per cell comes to 13.2 um. The number of antenna diodes in the final layout is 0.

The first detailed-routing pass took 4 iterations. For this block, the routed nets add up to 12.0 mm of wire. The ratio of routed vias to standard cells is 5.42. Detailed-route iteration 0 reported a violation count of 125.

Yosys
Of all flip-flops after synthesis, the portion carrying an async set or reset was 0%. The cell area after technology mapping is 5120 um^2. In the synthesized netlist, the number of instances is 686. The number of warning messages in the yosys log is 1. The number of synthesized register bits is 55. The most instantiated flip-flop cell in the synthesis netlist is sky130_fd_sc_hd__dfxtp_1.

The number of different library cells in the post-synthesis netlist is 62. Summing the sequential cell areas from Yosys gives 21.5% of the chip area. After synthesis, the design contains 686 cells according to Yosys. The mean instance size in the synthesized netlist is 7.46 um^2.

The count of library flops with an enable pin is 0. The chip area from the yosys synthesis statistics is 5120 um^2.

Global routing
The first global-routing pass estimated 19.7 mm of wire. The via count of the first global-routing pass is 4336. The residual overflow from global routing is 0.

Total global-route track usage over all layers is 23.5%. The maximum number of pins on one net before global-route repair is 55. The initial antenna violation count is 0.

Layout
The final report gives the standard cell area, fillers excluded, as 6340 um^2. The most frequently placed logic cell in the final layout is sky130_fd_sc_hd__clkdlybuf4s50_1. The count of placed standard cells in the final layout, fillers left out is 907.

In the final layout, the share of cells above drive strength 1 is 6.85%. From synthesis to final layout, the design area changed by 23.8%. The library cells used most frequently in the layout, excluding fill and tap cells, are sky130_fd_sc_hd__clkdlybuf4s50_1, sky130_fd_sc_hd__nand2_1, sky130_fd_sc_hd__a21oi_1, sky130_fd_sc_hd__nor2_1, sky130_fd_sc_hd__inv_1.

Hold path
In this run the worst hold path is classified as reg -> reg.

Job
The number of maximum-capacitance constraint violations is 0. The tool warning count for the run is 28.

Placement
In this run the cell area measured after placement is 6220 um^2. The HPWL reported at the end of detailed placement is 9.26 mm. Buffers placed on the I/O ports in this run total 98. The final RePlAce weighted congestion is 0.936. Once placement completed, the tool counted placed cells totaling 899.

Status
The run finished with clean final reports.
[per-layer routing]
layer	up-vias	global-route usage (%)	part of all wire [%]
met5	-	0	0
met4	0	4.12	1.8
met3	20	1.64	3.4
met2	109	41.4	48
met1	2208	32.6	46
li1	2575	-	-
[cell usage after synthesis (10+ instances only)]
| cell | instances | area (um^2) |
|---|---|---|
| sky130_fd_sc_hd__nand2_1 | 73 | 274 |
| sky130_fd_sc_hd__a21oi_1 | 68 | 340 |
| sky130_fd_sc_hd__nor2_1 | 63 | 236 |
| sky130_fd_sc_hd__inv_1 | 61 | 229 |
| sky130_fd_sc_hd__dfxtp_1 | 55 | 1100 |
| sky130_fd_sc_hd__ha_1 | 43 | 538 |
| sky130_fd_sc_hd__nor2b_1 | 28 | 175 |
| sky130_fd_sc_hd__mux2_2 | 27 | 304 |
| sky130_fd_sc_hd__xnor2_1 | 22 | 193 |
| sky130_fd_sc_hd__o21ai_0 | 21 | 105 |
| sky130_fd_sc_hd__xor2_1 | 19 | 166 |
| sky130_fd_sc_hd__a21o_1 | 16 | 120 |
| sky130_fd_sc_hd__clkbuf_1 | 16 | 60.1 |
| sky130_fd_sc_hd__nor3_1 | 16 | 80.1 |
| sky130_fd_sc_hd__nand2b_1 | 13 | 81.3 |
| sky130_fd_sc_hd__nand3_1 | 13 | 65.1 |
| sky130_fd_sc_hd__nand4_1 | 12 | 75.1 |
| sky130_fd_sc_hd__and2_1 | 10 | 62.6 |
| sky130_fd_sc_hd__mux2i_1 | 10 | 100 |
[final timing paths]
check,start,to,slack [ns],cells after the start
worst max-delay path,x[23],z[18],1.16,15
worst min-delay path,Q[24]$_SDFF_PP0_,Q[25]$_SDFF_PP0_,0.47,1
worst max register to register,S[0]$_SDFF_PN0_,R[3]$_DFF_P_,4.51,13
worst min register to register,Q[24]$_SDFF_PP0_,Q[25]$_SDFF_PP0_,0.47,1
[cells by family (layout without fill, tap and decap cells)]
group                      count (synthesis)  count (layout)  synth area share [%]
xor gates and xnor gates                  41              41                  7.01
AOI/OAI and AO/OA                        162             162                  20.4
buffers and inverters                     85             173                  6.48
muxes                                     37              37                  7.89
and+or+nand+nor                          261             261                  25.4
DFF                                       55              55                  21.5
adders and majority gates                 45              45                  11.3
[power by group]
| part | leakage (nW) | switching [mW] | total (mW) | internal, mW |
|---|---|---|---|---|
| Combinational | 2.13 | 0.375 | 0.717 | 0.342 |
| Clock | 0.0612 | 0.0849 | 0.173 | 0.0884 |
| Sequential | 0.454 | 0.0229 | 0.329 | 0.306 |
[stage by stage]
| step | worst slack, ns | power (mW) | utilization [%] |
|---|---|---|---|
| final | 1.16 | 1.22 | 64.2 |
| after global routing | 0.780 | 1.33 | 64.2 |
| after CTS | 1.10 | 1.23 | 64.2 |
| after detailed placement | 1.11 | 1.05 | 63.0 |
| after global placement | 1.23 | 1.04 | 63.0 |
| after floorplan | 2.72 | 0.866 | - |
[layout make-up]
type	instances	area, um^2
Sequential cell	55	1100
Inverter	61	229
Fill cell	850	3530
Multi-Input combinational cell	546	3700
Clock buffer	6	82.6
Tap cell	133	166
Timing Repair Buffer	104	1030
Clock inverter	2	35.0
[registers in the layout (all words and copies together) (netlist names)]
name	cells
R	24
S	5
Q	26
No activity file was given, so power comes from the tool's default toggle rates.
