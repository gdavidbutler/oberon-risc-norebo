==> flow/design.v <==
`timescale 1ns / 1ps   
module Divider(
  input clk, run, u,
  output stall,
  input [31:0] x, y,   
  output [31:0] quot, rem);
reg [5:0] S;   
reg [63:0] RQ;
wire sign;
wire [31:0] x0, w0, w1;
assign stall = run & ~(S == 33);
assign sign = x[31] & u;
assign x0 = sign ? -x : x;
assign w0 = RQ[62: 31];
assign w1 = w0 - y;
assign quot = ~sign ? RQ[31:0] :
  (RQ[63:32] == 0) ? -RQ[31:0] : -RQ[31:0] - 1;
assign rem = ~sign ? RQ[63:32] :
  (RQ[63:32] == 0) ? 0 : y - RQ[63:32];
always @ (posedge(clk)) begin
  RQ <= (S == 0) ? {32'b0, x0} : {(w1[31] ? w0 : w1), RQ[30:0], ~w1[31]};
  S <= run ? S+1 : 0;
end
endmodule
==> flow/run.sh <==
#!/bin/bash
# OpenROAD 26Q1-2900-gdf79404cd8, Yosys 0.63+post, stock flow scripts
make -C /OpenROAD-flow-scripts/flow DESIGN_CONFIG=/design/flow/config.mk WORK_HOME=/design/flow/orfs finish
==> flow/config.mk <==
export PLATFORM = sky130hd
export DESIGN_NAME = Divider
export DESIGN_NICKNAME = Divider
export VERILOG_FILES = /design/flow/design.v
export SDC_FILE = /design/flow/constraint.sdc
export NUM_CORES = 4
export LEC_CHECK = 1
export CORE_UTILIZATION = 30
==> flow/constraint.sdc <==
current_design Divider

set clk_period 21.7
set clk_io_pct 0.2

create_clock -name clk0 -period $clk_period [get_ports {clk}]

set non_clock_inputs [all_inputs -no_clocks]
set_input_delay [expr $clk_period * $clk_io_pct] -clock clk0 $non_clock_inputs
set_output_delay [expr $clk_period * $clk_io_pct] -clock clk0 [all_outputs]
==> flow report <==
FINAL LAYOUT
-----------------------------------------------------------------------------------------------
Fillers                                                                                    2790
Area growth from synthesis to layout                                                      22.7%
Fraction of final layout cells with drive strength greater than 1                         3.70%

GLOBAL ROUTING
-----------------------------------------------------------------------------------------------
Leftover overflow at the end of global routing                                                0
Met3 routing resource usage after global routing                                          1.98%
All-layer global routing usage                                                            17.2%
Wire length of the first global-routing pass                                            39.5 mm
Number of global-route vias before repair                                                  7719
Met2 global-route usage                                                                   26.5%
Antenna violations before repair                                                              1
Global-route track usage on met1                                                          26.4%
Maximum number of pins on one net before global-route repair                                 65
Layer with the highest usage after global routing                                          met2

FLOORPLAN
-----------------------------------------------------------------------------------------------
X dimension of the die                                                                   169 um
Initial core utilization                                                                  30.8%
Number of core rows                                                                          60
Std-Cell Core Area                                                                  27100 sq um
Chip Footprint                                                                      28500 sq um
Total I/O pin count                                                                         132
Die height                                                                               169 um

JOB
-----------------------------------------------------------------------------------------------
Number of logged tool warnings                                                               28
Reported max-cap violation count                                                              0

SETUP PATH
-----------------------------------------------------------------------------------------------
Required time of the critical path                                                     17360 ps
Crit. End Element                                                                    output pin
CP max-delay cell                                                                  sky130_fd_sc_hd__a221oi_1
Worst path max stage delay                                                               630 ps
Worst Path Arrival                                                                      8550 ps
Critical path type                                                                 input pin to output pin
CP cell instances                                                                  clkdlybuf4s50_1, inv_1, ha_1, inv_1, fa_1, a211oi_1, nor2_1, a221o_1, a21bo_2, a221oi_1, o2111ai_1, o211ai_1, o21ai_0, xnor2_1, o22ai_1, clkdlybuf4s50_1
Crit path max fanout                                                                          4
Crit start category                                                                   input pin

CLOCK NETWORK
-----------------------------------------------------------------------------------------------
Number of gates resized after CTS                                                             0
Depth of the CTS H-tree                                                                       3
TritonCTS clock tree                                                                       done
Hold-fix buffers at CTS                                                                       0
Skew-Pair Late Insertion Delay                                                           340 ps
Post-CTS repair timing setup buffer count                                                     0
Number of buffers added by the clock tree synthesis step                                      9
CTS max path bufs                                                                             2
Clock sinks                                                                                  70
Clock input transition at the sequential cells of the worst setup and hold paths          60 ps
Clock root buffer                                                                  sky130_fd_sc_hd__clkbuf_16

MIN PATH
-----------------------------------------------------------------------------------------------
HP Class                                                                           register to register

YOSYS
-----------------------------------------------------------------------------------------------
Number of cells in Yosys stat                                                              1172
Cell count after synthesis                                                                 1172
Dominant cells by area after synthesis                                             sky130_fd_sc_hd__dfxtp_1 17%, sky130_fd_sc_hd__ha_1 10%, sky130_fd_sc_hd__xnor2_1 8.5%
Yosys warns                                                                                   1
Library cell with the highest instance count after synthesis                       sky130_fd_sc_hd__nand2_1
Main flop type after synthesis                                                     sky130_fd_sc_hd__dfxtp_1
Post-synthesis cell type with the largest combined area                            sky130_fd_sc_hd__dfxtp_1
Yosys reg bits                                                                               70
Share of Yosys cell area claimed by the top area cell type                                16.8%
Fraction of registers with async set or reset after synthesis                                0%
Cell area after synthesis                                                            8350 sq um
Number of synthesized flops with an enable pin                                                0
Distinct cell type count after synthesis                                                     76
Post-synthesis area per instance                                                     7.13 sq um
Sequential-to-total area share from yosys stat                                            16.8%
Chip area estimate from yosys synthesis                                              8350 sq um
Most frequent cells after synthesis                                                120 x sky130_fd_sc_hd__nand2_1, 101 x sky130_fd_sc_hd__nor2_1, 91 x sky130_fd_sc_hd__inv_1, 88 x sky130_fd_sc_hd__o21ai_0, 81 x sky130_fd_sc_hd__xnor2_1

PWR
-----------------------------------------------------------------------------------------------
Leak                                                                                    4.16 nW
Largest voltage drop on the vdd net                                                     48.7 uV
Pwr Density                                                                        96.3 nW/um^2

ROUTE
-----------------------------------------------------------------------------------------------
Number of nets still failing antenna checks after routing                                     0
First-pass iteration count of the detailed router                                             5
Post-detailed-route wirelength per cell                                                 14.9 um
Detail-routed via count per cell                                                           5.12
Wirelength, routed                                                                      24.4 mm
Via total after detailed routing                                                           8417
Starting DRC count in detailed routing                                                      540
Number of remaining DRC errors                                                                0

STA
-----------------------------------------------------------------------------------------------
Least-Margin Pin Slew                                                                    850 ps
Setup repair after global routing missed its margin                                       false
Time the worst path needs with I/O delays and setup                                    12890 ps
Fraction of the cycle the final worst path needs                                          59.4%
Post-Route Skew                                                                         4.45 ps
Maximum clock frequency                                                              0.0776 GHz
Final Setup Violations                                                                        0
Final count of hold timing violations                                                         0
Total negative slack                                                                       0 ps
Headroom to the max-slew limit                                                            42.8%
Final critical-path setup slack                                                         8810 ps
Number of slew-limit violations in the final report                                           0

PLACE
-----------------------------------------------------------------------------------------------
Setup Slack @ Placement                                                                 8830 ps
Buffers on Ports                                                                            131
DP Wirelength                                                                           19.1 mm
Last weighted congestion value of the routability-driven placer                           0.921

RUN STATUS
-----------------------------------------------------------------------------------------------
Outcome                                                                            complete, no violations

==> logic make-up after synthesis <==
logic type	Yosys count	synth area share [%]
xor+xnor	135	14.2
simple gates	387	22.6
flops	70	16.8
mux	29	3.55
buf+inv	147	6.95
compound gates	334	25.3
fa+ha+maj	70	10.7
==> critical path: cells and delay by family <==
kind	cells	cell delay, ps
xor gates and xnor gates	1	150
buffers and inverters	4	1060
adders and majority gates	2	640
and+or+nand+nor	1	130
AOI/OAI and AO/OA	8	2230
==> layout make-up <==
type | count | area [sq um] | area share (%)
Multi-Input combinational cell | 955 | 6380 | 62.2
Inverter | 92 | 345 | 3.37
Clock buffer | 15 | 288 | 2.81
Antenna cell | 1 | 2.50 | 0.0244
Tap cell | 372 | 465 | 4.54
Sequential cell | 70 | 1400 | 13.7
Timing Repair Buffer | 139 | 1370 | 13.4
==> cell usage in the layout, fill, tap and decap left out, types with 9 or more instances in the layout <==
cell,instances
sky130_fd_sc_hd__clkdlybuf4s50_1,131
sky130_fd_sc_hd__nand2_1,120
sky130_fd_sc_hd__nor2_1,101
sky130_fd_sc_hd__inv_1,91
sky130_fd_sc_hd__o21ai_0,88
sky130_fd_sc_hd__xnor2_1,80
sky130_fd_sc_hd__a21oi_1,76
sky130_fd_sc_hd__dfxtp_1,70
sky130_fd_sc_hd__ha_1,68
sky130_fd_sc_hd__xor2_1,54
sky130_fd_sc_hd__a21o_1,33
sky130_fd_sc_hd__o22ai_1,32
sky130_fd_sc_hd__nor3_1,28
sky130_fd_sc_hd__nor4_1,24
sky130_fd_sc_hd__mux2i_1,24
sky130_fd_sc_hd__nand3_1,21
sky130_fd_sc_hd__nand2b_1,16
sky130_fd_sc_hd__a31oi_1,14
sky130_fd_sc_hd__a211oi_1,13
sky130_fd_sc_hd__and3_1,12
sky130_fd_sc_hd__o31ai_1,11
sky130_fd_sc_hd__and2_1,10
sky130_fd_sc_hd__clkbuf_16,9
==> flip-flops by register name, summed over array words and instances, names as in the netlist <==
signal / count
S: 6
RQ: 64
==> metal layers <==
metal  part of all wire [%]  up-vias
met3                    3.8       25
met4                    1.8        0
met1                     52     3843
met2                     43      167
met5                      0        -
li1                       -     4382
==> through the flow <==
stage                     utilization, %  power, mW  hold slack (ps)  cells  area [sq um]
final                               37.8      0.988              484   1644         10300
after global routing                37.8       1.08              519   1643         10300
after CTS                           37.8      0.996              489   1643         10300
after detailed placement            36.8      0.844              475   1628          9960
after global placement              36.8      0.841              469   1628          9960
after floorplan                        -      0.641              445   1172          8350
==> worst paths after layout <==
kind | startpoint | endpoint | slack, ps | depth (start not counted)
setup / recovery | y[0] | rem[30] | 8810 | 16
hold / removal | S[0] | S[0] | 480 | 1
setup reg to reg | RQ[39] | RQ[42] | 18210 | 12
hold reg to reg | S[0] | S[0] | 480 | 1
==> power by group <==
part	internal, mW	switching, mW	total (mW)	leakage, nW
registers	0.165	0.0561	0.221	0.583
clock network	0.0894	0.0561	0.146	0.142
logic	0.313	0.308	0.621	3.43
Power and IR drop assume default switching activity.
