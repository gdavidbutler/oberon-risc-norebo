==> /design/flow/design.v <==
`timescale 1ns / 1ps   
module FPAdder(
  input clk, run, u, v,
  input [31:0] x, y,
  output stall,
  output [31:0] z);
reg [1:0] State;
wire xs, ys, xn, yn;   
wire [7:0] xe, ye;
wire [24:0] xm, ym;
wire [8:0] dx, dy, e0, e1;
wire [7:0] sx, sy;   
wire [1:0] sx0, sx1, sy0, sy1;
wire sxh, syh;
wire [24:0] x0, x1, x2, y0, y1, y2;
reg [24:0] x3, y3;
reg [26:0] Sum;
wire [26:0] s;
wire z24, z22, z20, z18, z16, z14, z12, z10, z8, z6, z4, z2;
wire [4:0] sc;   
wire [1:0] sc0, sc1;
wire [24:0] t1, t2;
reg [24:0] t3;
assign xs = x[31];   
assign xe = u ? 8'h96 : x[30:23];   
assign xm = {~u|x[23], x[22:0], 1'b0};   
assign xn = (x[30:0] == 0);
assign ys = y[31];   
assign ye = y[30:23];   
assign ym = {~u&~v, y[22:0], 1'b0};   
assign yn = (y[30:0] == 0);
assign dx = xe - ye;
assign dy = ye - xe;
assign e0 = (dx[8]) ? ye : xe;
assign sx = dy[8] ? 0 : dy;
assign sy = dx[8] ? 0 : dx;
assign sx0 = sx[1:0];
assign sx1 = sx[3:2];
assign sy0 = sy[1:0];
assign sy1 = sy[3:2];
assign sxh = sx[7] | sx[6] | sx[5];
assign syh = sy[7] | sy[6] | sy[5];
assign x0 = xs&~u ? -xm : xm;
assign x1 = (sx0 == 3) ? {{3{xs}}, x0[24:3]} :
  (sx0 == 2) ? {{2{xs}}, x0[24:2]} : (sx0 == 1) ? {xs, x0[24:1]} : x0;
assign x2 = (sx1 == 3) ? {{12{xs}}, x1[24:12]} :
  (sx1 == 2) ? {{8{xs}}, x1[24:8]} : (sx1 == 1) ? {{4{xs}}, x1[24:4]} : x1;
always @ (posedge(clk))
  x3 <= sxh ? {25{xs}} : (sx[4] ? {{16{xs}}, x2[24:16]} : x2);
assign y0 = ys&~u ? -ym : ym;
assign y1 = (sy0 == 3) ? {{3{ys}}, y0[24:3]} :
  (sy0 == 2) ? {{2{ys}}, y0[24:2]} : (sy0 == 1) ? {ys, y0[24:1]} : y0;
assign y2 = (sy1 == 3) ? {{12{ys}}, y1[24:12]} :
  (sy1 == 2) ? {{8{ys}}, y1[24:8]} : (sy1 == 1) ? {{4{ys}}, y1[24:4]} : y1;
always @ (posedge(clk))
	y3 <= syh ? {25{ys}} : (sy[4] ? {{16{ys}}, y2[24:16]} : y2);
always @ (posedge(clk)) Sum <= {xs, xs, x3} + {ys, ys, y3};
assign s = (Sum[26] ? -Sum : Sum) + 1;
assign z24 = ~s[25] & ~ s[24];
assign z22 = z24 & ~s[23] & ~s[22];
assign z20 = z22 & ~s[21] & ~s[20];
assign z18 = z20 & ~s[19] & ~s[18];
assign z16 = z18 & ~s[17] & ~s[16];
assign z14 = z16 & ~s[15] & ~s[14];
assign z12 = z14 & ~s[13] & ~s[12];
assign z10 = z12 & ~s[11] & ~s[10];
assign z8 = z10 & ~s[9] & ~s[8];
assign z6 = z8 & ~s[7] & ~s[6];
assign z4 = z6 & ~s[5] & ~s[4];
assign z2 = z4 & ~s[3] & ~s[2];
assign sc[4] = z10;   
assign sc[3] = z18 & (s[17] | s[16] | s[15] | s[14] | s[13] | s[12] | s[11] | s[10])
      | z2;
assign sc[2] = z22 & (s[21] | s[20] | s[19] | s[18])
      | z14 & (s[13] | s[12] | s[11] | s[10])
      | z6 & (s[5] | s[4] | s[3] | s[2]);
assign sc[1] = z24 & (s[23] | s[22])
      | z20 & (s[19] | s[18])
      | z16 & (s[15] | s[14])
      | z12 & (s[11] | s[10])
      | z8 & (s[7] | s[6])
      | z4 & (s[3] | s[2]);
assign sc[0] = ~s[25] & s[24]
      | z24 & ~s[23] & s[22]
      | z22 & ~s[21] & s[20]
      | z20 & ~s[19] & s[18]
      | z18 & ~s[17] & s[16]
      | z16 & ~s[15] & s[14]
      | z14 & ~s[13] & s[12]
      | z12 & ~s[11] & s[10]
      | z10 & ~s[9] & s[8]
      | z8 & ~s[7] & s[6]
      | z6 & ~s[5] & s[4]
      | z4 & ~s[3] & s[2];
assign e1 = e0 - sc + 1;
assign sc0 = sc[1:0];
assign sc1 = sc[3:2];
assign t1 = (sc0 == 3) ? {s[22:1], 3'b0} :
  (sc0 == 2) ? {s[23:1], 2'b0} : (sc0 == 1) ? {s[24:1], 1'b0} : s[25:1];
assign t2 = (sc1 == 3) ? {t1[12:0], 12'b0} :
  (sc1 == 2) ? {t1[16:0], 8'b0} : (sc1 == 1) ? {t1[20:0], 4'b0} : t1;
always @ (posedge(clk)) t3 <= sc[4] ? {t2[8:0], 16'b0} : t2;
assign stall = run & ~(State == 3);
always @ (posedge(clk)) State <= run ? State + 1 : 0;
assign z = v ? {{7{Sum[26]}}, Sum[25:1]} :   
    xn ? (u|yn ? 0 : y) :    
    yn ? x :
    ((t3 == 0) | e1[8]) ? 0 : 
	 {Sum[26], e1[7:0], t3[23:1]};
endmodule
==> /design/flow/run.sh <==
#!/bin/bash
# OpenROAD 26Q1-2900-gdf79404cd8, Yosys 0.63+post, stock flow scripts
make -C /OpenROAD-flow-scripts/flow DESIGN_CONFIG=/design/flow/config.mk WORK_HOME=/design/flow/orfs finish
==> /design/flow/config.mk <==
export PLATFORM = sky130hd
export DESIGN_NAME = FPAdder
export DESIGN_NICKNAME = FPAdder
export VERILOG_FILES = /design/flow/design.v
export SDC_FILE = /design/flow/constraint.sdc
export NUM_CORES = 4
export LEC_CHECK = 1
export CORE_UTILIZATION = 30
==> /design/flow/constraint.sdc <==
current_design FPAdder

set clk_period 16.1
set clk_io_pct 0.2

create_clock -name clk0 -period $clk_period [get_ports {clk}]

set non_clock_inputs [all_inputs -no_clocks]
set_input_delay [expr $clk_period * $clk_io_pct] -clock clk0 $non_clock_inputs
set_output_delay [expr $clk_period * $clk_io_pct] -clock clk0 [all_outputs]
==> reports/qor_table.md <==
| Group | Quantity | Reported |
|---|---|---|
| run | Tool warnings | 33 |
| setup path | Type of destination of the critical path | output pin |
| yosys | Number of warnings printed during yosys synthesis | 1 |
| placed design | Routability congestion estimate from global placement | 1.04 |
| yosys | Yosys xor share | 9.20% |
| routing | Routed vias/inst | 5.97 |
| floorplan | Total Die Area | 0.0449 mm^2 |
| routing | Final antenna-violating net count | 0 |
| routing | Detailed Routing Iterations Pass 1 | 6 |
| grt | Largest net degree at the start of global routing | 59 |
| final timing | Headroom to the max-slew limit | 38.9% |
| yosys | Simple-gate share of the synthesized area | 24.1% |
| setup path | Max stage delay cell, worst path | clkdlybuf4s50_1 |
| setup path | Buffer-and-inverter tally for the worst setup path | 5 |
| routing | Wire length per cell after detailed routing | 23.2 um |
| clocking | Worst-skew pair later-pin latency | 0.37 ns |
| outcome | Result of the run | finished clean |
| floorplan | Width of the chip | 212 um |
| yosys | Number of unique standard cell types used by synthesis | 119 |
| yosys | Portion of synthesized cell area occupied by the leading cell type | 15.8% |
| setup path | Data required time at the worst endpoint | 12.88 ns |
| clocking | Number of gates given a new drive strength after cts | 0 |
| floorplan | Placeable Area | 0.0433 mm^2 |
| clocking | Number of buffers inserted for hold repair after clock tree synthesis | 0 |
| routing | First DRT Iteration DRCs | 1690 |
| floorplan | Initial core utilization | 30.6% |
| clocking | Total number of H-tree levels | 3 |
| floorplan | Cell row count | 76 |
| routing | Total DRC errors in the routed layout | 0 |
| setup path | Critical path type | input pin to output pin |
| routing | Final wirelength | 57400 um |
| floorplan | Height of the die | 212 um |
| clocking | Clock-pin slew of the registers on the worst-case setup and hold paths | 0.07 ns |
| yosys | Sequential element share of the synthesized area | 15.8% |
| floorplan | Boundary pin count | 101 |
| yosys | Adder Share, Synth | 6.19% |
| final layout | Final design utilization | 34.5% |
| clocking | Maximum clock path buffer count | 2 |
| yosys | Number of synthesized register bits | 104 |
| pwr | Power density relative to cell area | 189 mW/mm^2 |
| final timing | RSZ-0062 raised after global routing | false |
| final timing | Slew at the pin with the worst max-slew slack | 0.905 ns |
| clocking | Setup bufs post-CTS | 0 |
| setup path | WP data arrival | 10.26 ns |
| setup path | Worst stage delay on the critical path | 0.54 ns |
| run | Max Cap Violations | 0 |
| final timing | Worst Clk Skew | 0.00593 ns |
| placed design | Count of input and output buffers | 100 |
| yosys | Yosys cell count | 1844 |
| yosys | Area fraction in compound gates after synthesis | 33.8% |
| yosys | Synthesized area per cell | 7.17 um^2 |
| grt | Global-route wire length before repair | 85400 um |
| clocking | Number of clock sinks | 104 |
| placed design | Post-DP HPWL | 46500 um |
| yosys | Netlist area before placement | 0.0132 mm^2 |
| final timing | Final cycle utilization of the critical path | 83.8% |
| setup path | CP Launch Type | input pin |
| pwr | Leakage power | 5.69 nW |
| final layout | Layout-stage area growth over the synthesis result | 13.0% |
| yosys | Share of synthesized area spent on multiplexers | 4.63% |
| min path | Path class of the lowest-slack min-delay path | flop to flop |
| clocking | Clock tree from TritonCTS | built |
| clocking | CTS root buffer | clkbuf_16 |
| final timing | Count of final hold-check violations | 0 |
| pwr | Peak supply drop | 96.8 uV |
| final timing | Fin. max-slew vios | 0 |
| setup path | Cell family with most CP delay | AND-OR/OR-AND gates |
| yosys | Cell count after synthesis | 1844 |
| yosys | Ys flop type | dfxtp_1 |
| yosys | Dominant cell type by area after synthesis | dfxtp_1 |
| routing | Vias | 14700 |
| yosys | Number of enable flip-flop cells | 0 |
| grt | Via count of the first global-routing pass | 13200 |
| final timing | Post-route minimum period | 13.48 ns |
| yosys | Post-synth area hogs | dfxtp_1 (16%), nor2_1 (6.5%), o21ai_0 (6.0%), ha_1 (5.6%), xnor2_1 (5.3%) |
| clocking | Total CTS buffers | 9 |
| yosys | Chip Area, Yosys | 0.0132 mm^2 |
| final timing | Setup violation total in the final timing report | 0 |
| grt | Initial antenna violation count | 3 |
| final timing | Fmax | 0.0742 GHz |
| grt | Total Routing Usage GR | 25.7% |
| grt | Gr ovfl total | 0 |
| final layout | Share of cells above drive strength 1 | 7.43% |
| yosys | Fraction of registers with async set/reset | 0% |
| setup path | Worst Path Max Fanout | 42 |
| final timing | Final setup TNS | 0 ns |
| yosys | Top non-seq family | AND-OR/OR-AND gates |
==> stage by stage <==
stage          setup slack (ns)  hold slack, ns  area, um^2  total power [W]  std cells
3_5_place_dp               2.69           0.423       14600          0.00254       2454
5_1_grt                    2.05           0.453       14900          0.00300       2470
4_1_cts                    2.66           0.432       14900          0.00278       2470
3_3_place_gp               2.70           0.406       14600          0.00257       2454
6_report                   2.62           0.433       14900          0.00282       2472
2_1_floorplan              3.69           0.398       13200          0.00194       1844
==> cell usage in the layout, fill, tap and decap left out, types with 12 or more instances in the layout <==
cell             instances
a211oi_1                22
a21boi_0                15
a21o_1                  17
a21oi_1                137
a221o_1                 18
a221oi_1                15
a22oi_1                 47
a31oi_1                 21
and2_1                  12
buf_4                   34
clkdlybuf4s50_1         99
dfxtp_1                104
ha_1                    59
inv_1                   64
mux2_2                  13
mux2i_1                 40
nand2_1                168
nand2b_1                17
nand3_1                 29
nor2_1                 228
nor2b_1                 17
nor3_1                  51
nor4_1                  19
o21ai_0                158
o221ai_1                31
o22ai_1                 27
o31ai_1                 26
or2_2                   19
xnor2_1                 80
xor2_1                  57
==> final cells by class <==
cell class | count | area (um^2)
Fill cell | 4598 | 28300
Multi-Input combinational cell | 1563 | 10300
Sequential cell | 104 | 2080
Timing Repair Buffer | 134 | 1250
Tap cell | 585 | 732
Inverter | 68 | 258
Clock buffer | 10 | 229
Clock inverter | 6 | 75.1
Antenna cell | 2 | 5.00
==> layer usage <==
layer / vias up / part of all wire (%) / GRT usage, %
met1: 6986 / 45 / 37.8
met4: 2 / 3.0 / 6.20
met5: - / 0.040 / 0
met2: 721 / 44 / 39.3
met3: 100 / 8.1 / 4.37
li1: 6939 / - / -
==> Yosys cell counts (all sizes together), types with 11 or more instances <==
master,number
or4,12
a22oi,47
a21o,18
nor2b,17
nor4,21
a21boi,16
nor2,230
and3,12
inv,66
a31oi,22
o221ai,31
o31ai,27
mux2i,42
or3,11
xor2,58
a221oi,15
xnor2,80
buf,22
nand2b,17
nor3,53
o22ai,27
clkbuf,87
a211oi,23
nand3,32
ha,59
mux2,14
or2,23
o21ai,162
and2,15
nand2,168
a21oi,138
a221o,18
dfxtp,104
==> state kept, by name, summed over array words and instances (netlist names) <==
name   cells
Sum       27
x3        25
t3        25
State      2
y3        25
==> kinds of logic after synthesis <==
kind of cell	after synthesis
multiplexers	57
flip-flops	104
XOR/XNOR	138
AND/OR/NAND/NOR	647
buffers and inverters	177
adder cells (fa/ha/maj)	63
AND-OR/OR-AND	658
==> report_power, final <==
part | internal, W | switching [W] | leakage (nW) | total (W)
logic | 0.000805 | 0.00128 | 4.67 | 0.00208
clock network | 0.000123 | 0.000105 | 0.146 | 0.000228
registers | 0.000381 | 0.000135 | 0.876 | 0.000516
total | 0.00131 | 0.00151 | 5.69 | 0.00282
==> final timing paths <==
path,cells after the start,slack (ns),startpoint,to
worst max register to register,16,9.81,Sum[1],t3[23]
worst min register to register,1,0.43,State[0],State[0]
worst max-delay path,31,2.62,u,z[23]
worst min-delay path,1,0.43,State[0],State[0]
==> worst register-to-register path: stages, from the launching register on <==
cell       delay, ns
dfxtp_1         0.37
inv_1           0.11
ha_1            0.24
nor4b_4         0.56
a41oi_1         0.27
xnor2_1         0.29
nor3_1          0.53
o2111ai_1       0.44
or3_4           0.45
o31a_1          0.35
nor2_1          0.63
and2_4          0.30
a21oi_4         0.17
inv_4           0.37
mux2i_1         0.56
mux2i_1         0.30
o22ai_1         0.25
Power is estimated from default activity; no workload was simulated.
